==> run.sh <==
#!/bin/bash
# OpenROAD 26Q1-2900-gdf79404cd8, Yosys 0.63+post, stock flow scripts
make -C /OpenROAD-flow-scripts/flow DESIGN_CONFIG=/design/flow/config.mk WORK_HOME=/design/flow/orfs finish
==> config.mk <==
export PLATFORM = sky130hd
export DESIGN_NAME = sobel
export DESIGN_NICKNAME = sobel
export VERILOG_FILES = /design/flow/design.v
export SDC_FILE = /design/flow/constraint.sdc
export NUM_CORES = 4
export LEC_CHECK = 1
export CORE_UTILIZATION = 30
export SYNTH_MEMORY_MAX_BITS = 65536
==> constraint.sdc <==
current_design sobel

set clk_period 306.8
set clk_io_pct 0.2

create_clock -name clk0 -period $clk_period [get_ports {pclk}]

set non_clock_inputs [all_inputs -no_clocks]
set_input_delay [expr $clk_period * $clk_io_pct] -clock clk0 $non_clock_inputs
set_output_delay [expr $clk_period * $clk_io_pct] -clock clk0 [all_outputs]
==> design.v <==
`timescale 1ns / 1ps
module sobel #(
  parameter integer H_ACTIVE = 1280    
)(
  input  wire        pclk,
  input  wire        rst,             
  input  wire [23:0] s_pData,
  input  wire        s_pVDE,
  input  wire        s_pHSync,
  input  wire        s_pVSync,
  output reg  [23:0] m_pData,
  output reg         m_pVDE,
  output reg         m_pHSync,
  output reg         m_pVSync
);
  function [7:0] rgb2y;
    input [23:0] rgb; reg [15:0] acc;
    begin
      acc   = rgb[23:16]*8'd77 + rgb[15:8]*8'd150 + rgb[7:0]*8'd29;
      rgb2y = acc[15:8];
    end
  endfunction
  function [11:0] abs12; input signed [11:0] x; begin abs12 = x[11] ? -x : x; end endfunction
  localparam integer AW = $clog2(H_ACTIVE);
  reg vde_d0, vde_d1, vde_d2;
  reg hs_d0,  hs_d1,  hs_d2;
  reg vs_d0,  vs_d1,  vs_d2;
  reg [AW-1:0] x;
  wire sol = (~vde_d0) & s_pVDE;      
  wire eol = vde_d0 & ~s_pVDE;        
  wire [7:0] y_cur_w = rgb2y(s_pData);
  reg  [7:0] y_cur_d;
  (* ram_style = "block" *) reg [7:0] ram_a [0:H_ACTIVE-1];
  (* ram_style = "block" *) reg [7:0] ram_b [0:H_ACTIVE-1];
  reg [7:0] dout_a, dout_b;
  reg       sel;           
  wire      we_a = s_pVDE &  sel;     
  wire      we_b = s_pVDE & ~sel;
  always @(posedge pclk) begin
    dout_a <= ram_a[x];
    dout_b <= ram_b[x];
    if (we_a) ram_a[x] <= y_cur_w;
    if (we_b) ram_b[x] <= y_cur_w;
  end
  wire [7:0] rowm1_rd = sel ? dout_b : dout_a;   
  wire [7:0] rowm2_rd = sel ? dout_a : dout_b;   
  reg [7:0] t0,t1,t2, m0,m1,m2, b0,b1,b2;
  reg  signed [11:0] gx, gy;
  wire [11:0] agx = abs12(gx), agy = abs12(gy);
  wire [12:0] mag_w = agx + agy;
  wire [7:0]  mag8  = (|mag_w[12:8]) ? 8'hFF : mag_w[7:0];
  reg have2cols;
  reg [1:0] rows_seen;    
  wire have2rows = rows_seen[1];
  always @(posedge pclk) begin
    if (rst) begin
      vde_d0<=0; vde_d1<=0; vde_d2<=0;
      hs_d0<=0;  hs_d1<=0;  hs_d2<=0;
      vs_d0<=0;  vs_d1<=0;  vs_d2<=0;
      x <= {AW{1'b0}};
      y_cur_d <= 8'd0;
      {t0,t1,t2,m0,m1,m2,b0,b1,b2} <= {9{8'd0}};
      have2cols <= 1'b0;
      rows_seen <= 2'd0;
      sel <= 1'b0;
      gx <= 12'sd0; gy <= 12'sd0;
      m_pData <= 24'd0; m_pVDE <= 1'b0; m_pHSync <= 1'b0; m_pVSync <= 1'b0;
    end else begin
      vde_d0 <= s_pVDE;  vde_d1 <= vde_d0;  vde_d2 <= vde_d1;
      hs_d0  <= s_pHSync; hs_d1 <= hs_d0;   hs_d2  <= hs_d1;
      vs_d0  <= s_pVSync; vs_d1 <= vs_d0;   vs_d2  <= vs_d1;
      y_cur_d <= y_cur_w;
      if (s_pVDE) begin
        x <= (x == H_ACTIVE-1) ? {AW{1'b0}} : x + 1'b1;
      end
      if (sol) have2cols <= 1'b0;
      if (eol) begin
        sel <= ~sel;                                        
        rows_seen <= (rows_seen == 2'd2) ? 2'd2 : rows_seen + 1'b1;
        have2cols <= 1'b0;
      end
      if (s_pVDE) begin
        t0 <= t1;  t1 <= t2;  t2 <= rowm2_rd;       
        m0 <= m1;  m1 <= m2;  m2 <= rowm1_rd;       
        b0 <= b1;  b1 <= b2;  b2 <= y_cur_d;        
        if (!have2cols) have2cols <= (x >= 2);
      end else begin
        {t0,t1,t2,m0,m1,m2,b0,b1,b2} <= {9{8'd0}};
      end
      if (have2cols && have2rows && vde_d2) begin
        gx <= $signed({4'd0,t2}) + $signed({3'd0,m2,1'b0}) + $signed({4'd0,b2})
            - ($signed({4'd0,t0}) + $signed({3'd0,m0,1'b0}) + $signed({4'd0,b0}));
        gy <= $signed({4'd0,b0}) + $signed({3'd0,b1,1'b0}) + $signed({4'd0,b2})
            - ($signed({4'd0,t0}) + $signed({3'd0,t1,1'b0}) + $signed({4'd0,t2}));
        m_pData <= {3{mag8}};    
      end else begin
        gx <= 12'sd0; gy <= 12'sd0;
        m_pData <= 24'd0;        
      end
      m_pVDE   <= vde_d2;
      m_pHSync <= hs_d2;
      m_pVSync <= vs_d2;
    end
  end
endmodule
==> impl_metrics.yaml <==
# flow metrics
floorplanning:
  die_h_um: 1630
  fp-row-count: 596
  dieArea_mm2: 2.65
  coreArea_mm2: 2.63
  ios: 56
  fp_util: 0.301
  die_x_um: 1630
routing:
  antenna_left: 0
  routed_via_density: 5.15
  drc_errors: 0
  drt-initial-drc-count: 30500
  wl_per_cell_um: 31.1
  routed_wl_um: 2430000
  first_pass_iters: 6
  vias: 402000
clock_network:
  clock-sinks: 20600
  clk_latency_ns: 1.52
  h-tree-depth: 7
  post_cts_resized: 0
  cts_buffer_depth: 6
  cts_tree: "done"
  post-cts-setup-buffer-count: 0
  cts_buffers: 1902
  ctsRootBufferMaster: "clkbuf_16"
  clkTransAtPathRegs_ns: 0.06
  hold_buffers: 0
final_timing:
  finalWorstSetupSlack_ns: 234.08
  max-slew-margin-rel: -0.0889
  tns_ns: 0
  worstMarginPinSlew_ns: 1.59
  rsz0062_at_grt: "no"
  period_needed_ns: 72.72
  fmax_mhz: 13.8
  hold_viol: 0
  finClkSkew_ns: 0.130
  period_used_share: 0.237
  setup_viol: 0
  drv_slew: 2
global_routing:
  grt_max_degree: 138
  grt_pass1_vias: 425000
  grtUsageTotal: 0.193
  antenna_found_initial: 202
  grt_pass1_wl_um: 3360000
  overflow: 0
hold_path:
  hold_start: "m1[6]"
  hold_class: "reg2reg"
  whs_endpoint: "m0[6]"
  min_path_cells: 1
setup_path:
  cpMostUsedCell: "buf_4"
  reg2reg_to: "dout_a[0]"
  reg2reg_slack_ns: 296.41
  critPathKind: "in2reg"
  worstPathRequired_ns: 307.93
  critPathLaunchType: "input port"
  rr_startpoint: "x[1]"
  cpPeakStageDelay_ns: 0.67
  r2r_cells: 18
  worstPathArrival_ns: 73.85
  critPathMaxFanout: 61
  cp_slowest_cell: "buf_4"
  end_kind: "register"
layout:
  final_layout_size_suffix_gt1_frac: 0.180
  final_cell_count_no_fill: 78100
  finalCoreUtilization: 0.343
  syn2layout_area_growth_pct: 13.9
place:
  hpwlAfterDp_um: 1540000
  post-place-ws_ns: 232.81
  routabilityCongestion: 0.930
  io_buffers: 55
  dp_cells: 74100
synthesis:
  yosys.stat.seqShare: 0.780
  async_reset_ff_frac: 0
  synth_cell_types: 68
  yosys_warnings: 1
  yosys-stat-area_mm2: 0.793
  yosysCellCount: 39600
  synth-main-ff-cell: "edfxtp_1"
  ys.flops: 20600
  syn_area_mm2: 0.793
  avgSynthCellArea_um2: 20.0
  edf_count: 20500
  synthCells: 39600
outcome:
  status: "finished, violations left"
  violations: "capacitance limit, slew limit"
run:
  maxCapViolations: 1
  warnings: 123
[flip-flops by register name (all words and copies together) (netlist names), 11 cells and up]
name	flops
ram_b	10240
gy	12
x	11
gx	12
ram_a	10240
[per-layer routing]
layer  global-route usage  share of wire
met1                0.198           0.30
met2                0.268           0.44
met3                0.180           0.21
met4               0.0793          0.047
met5               0.0402         0.0045
[logic make-up (layout without fill, tap and decap cells)]
group	count (synthesis)	after routing	synth area share
XOR/XNOR	57	57	0.000649
multiplexers	7445	7445	0.138
AND/OR/NAND/NOR	3946	3946	0.0219
AND-OR/OR-AND	4468	4468	0.0379
flip-flops	20600	20600	0.780
adder cells (fa/ha/maj)	245	245	0.00499
other	0	435	0
buffers and inverters	2803	5843	0.0162
[through the flow]
step | hold WS, ns | instance area (um2)
final | 0.414 | 903000
after floorplan | 0.406 | 793000
after global placement | 0.410 | 843000
after global routing | 0.432 | 902000
after CTS | 0.409 | 902000
after detailed placement | 0.410 | 843000
[layout by cell type, fill, tap and decap left out, drive strengths merged, types with 41 or more instances in the layout]
cell / n
dfxtp: 155
fa: 118
edfxtp: 20500
diode: 435
a221oi: 215
clkinv: 935
and2: 64
nand2: 296
a31oi: 232
buf: 2104
ha: 127
inv: 244
nor2: 2651
xnor2: 41
mux4: 2816
nor4: 588
a22oi: 1010
clkdlybuf4s50: 55
o22ai: 2304
nand4: 178
a21oi: 368
clkbuf: 2334
a22o: 218
mux2i: 4626
bufinv: 136
[worst max-delay path, delay by kind of cell]
family / cells / cell delay [ns]
XOR/XNOR: 2 / 0.82
AND-OR/OR-AND: 5 / 1.19
adder cells (fa/ha/maj): 10 / 4.06
buffers and inverters: 14 / 5.66
AND/OR/NAND/NOR: 2 / 0.26
[how the worst max path moves through the flow]
stage                        from             to  slack [ns]
after CTS             s_pData[13]  ram_b[966][6]      234.18
after global routing  s_pData[13]  ram_b[966][6]      233.52
final                 s_pData[13]  ram_b[970][6]      234.08
[layout make-up]
type / instances / area [um2]
Multi-Input combinational cell: 16200 / 163000
Timing Repair Buffer: 2159 / 17200
Fill cell: 242000 / 1730000
Tap cell: 35000 / 43800
Antenna cell: 435 / 1090
Inverter: 205 / 769
Clock inverter: 1145 / 9390
Clock buffer: 2334 / 49800
Sequential cell: 20600 / 618000
[cells in the mapped netlist, drive strengths merged, types with 178 or more instances]
| library cell | count | share of area |
|---|---|---|
| a22oi | 1010 | 0.0096 |
| buf | 1578 | 0.010 |
| a22o | 218 | 0.0024 |
| a21oi | 368 | 0.0023 |
| nor4 | 588 | 0.0046 |
| nor2 | 2651 | 0.013 |
| edfxtp | 20500 | 0.78 |
| inv | 205 | 0.00097 |
| a221oi | 215 | 0.0024 |
| nand4 | 178 | 0.0014 |
| mux4 | 2816 | 0.080 |
| mux2i | 4626 | 0.058 |
| a31oi | 232 | 0.0018 |
| clkbuf | 1020 | 0.0048 |
| o22ai | 2304 | 0.018 |
| nand2 | 296 | 0.0014 |
