==> flow/run.sh <==
#!/bin/bash
# OpenROAD 26Q1-2900-gdf79404cd8, Yosys 0.63+post, stock flow scripts
make -C /OpenROAD-flow-scripts/flow DESIGN_CONFIG=/design/flow/config.mk WORK_HOME=/design/flow/orfs finish
==> flow/config.mk <==
export PLATFORM = sky130hd
export DESIGN_NAME = motion_overlay
export DESIGN_NICKNAME = motion_overlay
export VERILOG_FILES = /design/flow/design.v
export SDC_FILE = /design/flow/constraint.sdc
export NUM_CORES = 4
export LEC_CHECK = 1
export CORE_UTILIZATION = 30
==> flow/constraint.sdc <==
current_design motion_overlay

set clk_period 10.8
set clk_io_pct 0.2

create_clock -name clk0 -period $clk_period [get_ports {pclk}]

set non_clock_inputs [all_inputs -no_clocks]
set_input_delay [expr $clk_period * $clk_io_pct] -clock clk0 $non_clock_inputs
set_output_delay [expr $clk_period * $clk_io_pct] -clock clk0 [all_outputs]
==> flow/design.v <==
`timescale 1ns / 1ps
module motion_overlay #(
  parameter integer H_ACTIVE   = 1280,
  parameter integer V_ACTIVE   = 720,
  parameter integer GX         = 16,
  parameter integer GY         = 16,
  parameter [23:0] BOX_RGB     = 24'hFF0000
)(
  input  wire        pclk,
  input  wire        rst,
  input  wire [23:0] s_pData,
  input  wire        s_pVDE,
  input  wire        s_pHSync,
  input  wire        s_pVSync,
  input  wire        vec_we,
  input  wire [7:0]  vec_addr,
  input  wire        motion_detected,
  output reg  [23:0] m_pData,
  output reg         m_pVDE,
  output reg         m_pHSync,
  output reg         m_pVSync
);
  localparam integer TW = H_ACTIVE / GX;
  localparam integer TH = V_ACTIVE / GY;
  localparam AWX = $clog2(H_ACTIVE);
  localparam AWY = $clog2(V_ACTIVE);
  localparam LWX = $clog2(TW);
  localparam LWY = $clog2(TH);
  reg [AWX-1:0] x;
  reg [AWY-1:0] y;
  reg vde_d;
  wire vde_fall = vde_d & ~s_pVDE;
  always @(posedge pclk) vde_d <= s_pVDE;
  always @(posedge pclk) begin
    if (rst) begin
      x <= 0;
      y <= 0;
    end else begin
      if (s_pVDE) begin
        x <= (x == H_ACTIVE - 1) ? 0 : x + 1'b1;
      end else begin
        x <= 0;
      end
      if (vde_fall) begin
        y <= (y == V_ACTIVE - 1) ? 0 : y + 1'b1;
      end
    end
  end
  reg [LWX-1:0] xl;
  reg [LWY-1:0] yl;
  reg [3:0]     tx;
  reg [3:0]     ty;
  always @(posedge pclk) begin
    if (rst) begin
      xl <= 0; yl <= 0; tx <= 0; ty <= 0;
    end else begin
      if (s_pVDE) begin
        if (xl == TW - 1) begin
          xl <= 0;
          if (tx == GX - 1)
            tx <= 0;
          else
            tx <= tx + 1'b1;
        end else begin
          xl <= xl + 1'b1;
        end
      end else begin
        xl <= 0;
        tx <= 0;
      end
      if (vde_fall) begin
        if (yl == TH - 1) begin
          yl <= 0;
          if (ty == GY - 1)
            ty <= 0;
          else
            ty <= ty + 1'b1;
        end else begin
          yl <= yl + 1'b1;
        end
      end
    end
  end
  wire [7:0] tid_now = {ty, tx};
  reg motion_mem [0:255];
  integer i;
  always @(posedge pclk) begin
    if (rst) begin
      for (i = 0; i < 256; i = i + 1)
        motion_mem[i] <= 1'b0;
    end else if (vec_we) begin
      motion_mem[vec_addr] <= motion_detected;
    end
  end
  reg motion_now;
  always @(posedge pclk) begin
    motion_now <= motion_mem[tid_now];
  end
  wire on_box = motion_now && (
                  (xl == 0) || (xl == TW - 1) ||
                  (yl == 0) || (yl == TH - 1)
                );
  always @(posedge pclk) begin
    if (rst) begin
      m_pData  <= 24'd0;
      m_pVDE   <= 1'b0;
      m_pHSync <= 1'b0;
      m_pVSync <= 1'b0;
    end else begin
      m_pVDE   <= s_pVDE;
      m_pHSync <= s_pHSync;
      m_pVSync <= s_pVSync;
      if (s_pVDE) begin
        m_pData <= on_box ? BOX_RGB : s_pData;
      end else begin
        m_pData <= 24'd0;
      end
    end
  end
endmodule
==> flow_metrics.tcl <==
# yosys + openroad results
set metrics [dict create \
    dp_hpwl_um 28420 \
    finalSetupViolations 0 \
    whs_ns 0.4684 \
    power.switching_w 0.0006239 \
    slew_headroom_pct 29.79 \
    htreeDepth 2 \
    hold_path_depth 1 \
    synth_seq_share_pct 55.79 \
    wl_um 44280 \
    placedInstanceArea_um2 16780 \
    p_total_w 0.002746 \
    drive_gt1_share_pct 10.27 \
    comb_power_share_pct 6.1 \
    arrival_ns 4.63 \
    gp_congestion 0.8802 \
    status "complete, no violations" \
    diodes 0 \
    drt-pass1-iter-count 5 \
    timing.rr.end "motion_now" \
    cp_max_fo 13 \
    seqPwrFrac_pct 48.9 \
    cts.sinks 306 \
    die_y_um 229.8 \
    drc_errors 0 \
    clock_latency_ns 0.58 \
    io-pin-count 66 \
    netlist_instances 1384 \
    hold_end "xl[0]" \
    grt_pass1_wl_um 67180 \
    setup_tns_ns 0 \
    syn-cell-area_um2 15570 \
    port_buffers 65 \
    post-cts-setup-buffers 0 \
    grt_max_degree 72 \
    fin_area_um2 17990 \
    rr_worst_depth 7 \
    ff_type "edfxtp_1" \
    cts_buffers 37 \
    clock_path_buffers 3 \
    ys_area_um2 15570 \
    worstSetupEndpointType "register" \
    syn_to_final_growth_pct 15.52 \
    cts_resized 0 \
    cap_violations 0 \
    p_int_w 0.002122 \
    min_period_ns 4.364 \
    clockPowerShare_pct 45.0 \
    rsz0062_at_grt "false" \
    postSynthAreaPerCell_um2 11.25 \
    async_flop_share_pct 0 \
    hp-class "reg -> reg" \
    ys_cells 1384 \
    ant_nets 0 \
    period_used_pct 40.40 \
    grt_pass1_vias 10950 \
    antenna_found_initial 0 \
    cp_slowest_cell "nor2_1" \
    routed_via_density 5.271 \
    hold_path.startpoint "xl[0]" \
    wl_per_cell_um 21.07 \
    ff2ff_setup_slack_ns 7.47 \
    overflow 0 \
    drt_first_iter_violations 795 \
    cellPowerDensity_nw_per_um2 152.7 \
    dieArea_um2 52820 \
    synth_cell_types 56 \
    synth_flops 306 \
    finClkSkew_ns 0.02267 \
    reg2reg_from "tx[0]" \
    clockRootBuffer "clkbuf_16" \
    rows 83 \
    cts_tree "built" \
    pre_cts_ws_ns 5.934 \
    edf_count 256 \
    die_w_um 229.8 \
    p_leak_nw 6.470 \
    fin_ws_ns 6.436 \
    slowest_delay_ns 0.81 \
    warnings 27 \
    worstPathRequired_ns 11.06 \
    critPathKind "in -> reg" \
    yosysWarnings 1 \
    cts.clk_slew.worst_paths_ns 0.05 \
    core_um2 51300 \
    startpoint_type "input port" \
    worst-slew-pin-transition_ns 1.044 \
    clock.fmax_mhz 229.2 \
    fp_util_pct 30.35 \
    slew_violations 0 \
    holdBufCountCts 0 \
    startpoint "vec_addr[1]" \
    cp_cell_sequence "clkdlybuf4s50_1 -> nor2b_1 -> nand2_1 -> nor2_1 -> a21o_1" \
    vias 11080 \
    ir_drop_v 0.00007697 \
    hold_viol 0 \
    switching_share_pct 22.72 \
    grt_use_total_pct 17.67 \
]
==> layer usage <==
layer  global-route usage [%]  routed length, um  vias to the layer above
li1                         -                  -                     5012
met2                    27.09              20520                      540
met5                        0                  0                        -
met1                    23.35              17490                     5455
met4                    3.932               1110                        0
met3                    8.536               5161                       72
==> cells in the final DEF, fill, tap and decap left out, drive strengths merged, types with 4 or more instances in the layout <==
cell / Yosys / routed
clkdlybuf4s50: 0 / 64
clkbuf: 102 / 48
a211oi: 6 / 6
or3: 5 / 5
buf: 35 / 43
nand3: 11 / 11
o21ai: 12 / 12
a22oi: 6 / 6
nor2b: 12 / 12
and2: 18 / 18
a21oi: 16 / 16
nand4: 7 / 7
and3: 6 / 6
xnor2: 6 / 6
dfxtp: 50 / 50
xor2: 5 / 5
inv: 13 / 15
mux4: 40 / 40
o221ai: 12 / 12
or2: 6 / 6
nor4: 4 / 4
edfxtp: 256 / 256
a21o: 202 / 202
o21bai: 54 / 54
nor3: 15 / 15
nand2b: 10 / 10
nor2: 321 / 321
ha: 6 / 6
nand2: 63 / 63
clkinv: 0 / 13
a221oi: 13 / 13
mux2i: 53 / 53
==> synthesized netlist by cell type (6+ instances only) <==
library cell | number | area, um2
dfxtp_1 | 50 | 1001
mux4_1 | 6 | 157.7
nand2b_1 | 10 | 62.56
o221ai_1 | 12 | 105.1
a21o_1 | 202 | 1516
o21bai_1 | 54 | 405.4
ha_1 | 6 | 75.07
nor2b_1 | 12 | 75.07
edfxtp_1 | 256 | 7687
a211oi_1 | 6 | 45.04
a22oi_1 | 6 | 45.04
mux2i_1 | 53 | 530.5
nor3_1 | 11 | 55.05
buf_2 | 22 | 110.1
clkbuf_1 | 101 | 379.1
inv_1 | 13 | 48.80
and3_1 | 6 | 37.54
and2_1 | 18 | 112.6
nand2_1 | 63 | 236.5
nand3_1 | 11 | 55.05
a21oi_1 | 16 | 80.08
o21ai_0 | 8 | 40.04
mux4_2 | 34 | 765.7
a221oi_1 | 11 | 96.34
nor2_1 | 321 | 1205
nand4_1 | 7 | 43.79
xnor2_1 | 6 | 52.55
==> cells by family (layout without fill, tap and decap cells) <==
kind of cell / after synthesis / in the layout / synth area share (%)
multiplexers: 93 / 93 / 9.336
flip-flops: 306 / 306 / 55.79
XOR/XNOR: 11 / 11 / 0.6187
adder cells (fa/ha/maj): 6 / 6 / 0.4821
buffers and inverters: 150 / 188 / 4.315
AND-OR/OR-AND: 334 / 334 / 16.00
AND/OR/NAND/NOR: 484 / 484 / 13.46
==> power by group through the flow <==
stage	Sequential [W]	Combinational (W)	Clock, W
CTS	0.00134	0.000166	0.00126
global route	0.00135	0.000181	0.00130
finish	0.00134	0.000167	0.00124
==> critical path: cells and delay by family <==
| family | cells | cell delay (ns) |
|---|---|---|
| buffers and inverters | 1 | 0.71 |
| AND/OR/NAND/NOR | 3 | 1.52 |
| AND-OR/OR-AND | 1 | 0.22 |
==> metrics by stage <==
| stage | utilization [%] | cells |
|---|---|---|
| floorplan | - | 1384 |
| global route | 35.06 | 2102 |
| global placement | 32.72 | 2035 |
| finish | 35.06 | 2102 |
| CTS | 35.06 | 2102 |
| detailed placement | 32.72 | 2035 |
==> how the worst max path moves through the flow <==
| stage | endpoint | slack, ns | cells after the start |
|---|---|---|---|
| after CTS | motion_mem[178] | 6.51 | 5 |
| after global routing | motion_mem[178] | 6.29 | 5 |
| final | motion_mem[178] | 6.44 | 5 |
==> layout make-up <==
cell class / instances / area [um2]
fillers: 4941 / 33310
flip-flops and latches: 306 / 8696
repair buffers: 108 / 977.2
clock inverters: 20 / 230.2
well taps: 680 / 850.8
multi-input cells: 928 / 6212
inverters: 13 / 48.80
clock buffers: 47 / 973.4
==> sequential cells by signal (all words and copies together), names as in the netlist <==
name,cells
m_pData,24
m_pHSync,1
m_pVDE,1
m_pVSync,1
motion_mem,256
motion_now,1
tx,4
ty,4
vde_d,1
xl,7
yl,6
No activity file was given, so power comes from the tool's default toggle rates.
